$ cat flow/design.v
`timescale 1s/100ms
module uart_core #(
    parameter OVERSAMPLE = 4
)(
    input wire clk,
    input wire rst_n,
    input wire rx,
    output reg tx,
    input wire [9:0] div_int,
    input wire [3:0] div_frac,
    input wire [7:0] tx_byte,
    output [7:0] rx_byte,
    input wire tx_valid,
    output wire rx_valid,
    output wire tx_done,
    input wire rxfifo_ren_ext,
    output wire rx_irq
);
wire rst_n_sync;
reset_sync #(
    .N_CYCLES (2)
) inst_reset_sync (
    .clk(clk),
    .rst_n_in(rst_n),
    .rst_n_out(rst_n_sync)
);
wire rx_sync;
sync_1bit inst_sync_rx(
    .clk(clk),
    .rst_n(rst_n_sync),
    .i(rx),
    .o(rx_sync)
);
localparam W_OVER = $clog2(OVERSAMPLE);
reg [W_OVER-1:0] tx_over_ctr;
reg [3:0] tx_state;
reg [7:0] tx_shifter;
localparam TX_IDLE = 0;
localparam TX_START = 1;
localparam TX_STOP = 10;
wire clk_en;
clkdiv_frac #(
    .W_DIV_FRAC(4),
    .W_DIV_INT(10)
) inst_clk_div (
    .clk(clk),
    .rst_n(rst_n_sync),
    .en(1'b1),
    .div_frac(div_frac),
    .div_int(div_int),
    .clk_en(clk_en)
);
wire tx_fifo_wen = tx_valid;
wire [7:0] tx_fifo_wdata = tx_byte;
wire tx_fifo_ren = ((!tx_fifo_empty) && clk_en && (tx_state == TX_IDLE || tx_state == TX_STOP)
                    && (!tx_over_ctr));
wire [7:0] tx_fifo_rdata;
wire [2:0] tx_fifo_lvl;
wire tx_fifo_full;
wire tx_fifo_empty;
sync_fifo #(
    .WIDTH (8),
    .DEPTH (5)
) inst_tx_fifo (
    .clk(clk),
    .rst_n(rst_n_sync),
    .w_en(tx_fifo_wen),
    .w_data(tx_fifo_wdata),
    .r_en(tx_fifo_ren),
    .r_data(tx_fifo_rdata),
    .full(tx_fifo_full),
    .empty(tx_fifo_empty),
    .level(tx_fifo_lvl)
);
wire tx_busy = (tx_state != TX_IDLE);
assign tx_done = (tx_state == TX_STOP - 1);
always @(posedge clk or negedge rst_n_sync) begin
    if(!rst_n_sync) begin
        tx <= 1'b1;
        tx_over_ctr <= {W_OVER{1'b0}};
        tx_state <= TX_IDLE;
        tx_shifter <= 8'h0;
    end else begin
        if(clk_en)
            tx_over_ctr <= tx_over_ctr + 1'b1;
        if(clk_en && !tx_over_ctr) begin
            tx_state <= tx_state + 1'b1;
            case(tx_state)
            TX_IDLE: begin
                if(!tx_fifo_empty) begin
                    tx_shifter <= tx_fifo_rdata;
                    tx <= 1'b0;
                end
                else begin
                    tx_over_ctr <= 8'b0;
                    tx_state <= TX_IDLE;
                end
            end
            TX_START: begin
                tx_shifter <= tx_shifter >> 1;
                tx <= tx_shifter[0];
            end
            TX_STOP: begin
                if(!tx_fifo_empty) begin
                    tx_shifter <= tx_fifo_rdata;
                    tx <= 1'b0;
                    tx_state <= TX_START;
                end else begin
                    tx_state <= TX_IDLE;
                    tx_over_ctr <= {W_OVER{1'b0}};
                end
            end
            default: begin
                tx_shifter <= tx_shifter >> 1;
                if(tx_state == TX_STOP - 1) begin
                    tx <= 1;
                end else begin
                    tx <= tx_shifter[0];
                end
            end
            endcase
        end
    end
end
reg [W_OVER-1:0] rx_over_ctr;
reg [3:0] rx_state;
reg [7:0] rx_shifter;
reg rxfifo_wen;
wire din = rx_sync;
assign rx_valid = (rx_state == (RX_STOP));
wire rx_fifo_full;
wire [2:0] rx_fifo_lvl;
wire rx_fifo_empty;
localparam RX_IDLE = 0;
localparam RX_START = 1;
localparam RX_STOP = 10;
sync_fifo #(
    .WIDTH (8),
    .DEPTH (5)
) inst_rx_fifo (
    .clk(clk),
    .rst_n(rst_n_sync),
    .w_en(rxfifo_wen),
    .w_data(rx_shifter),
    .r_en(rxfifo_ren_ext && !rx_fifo_empty),
    .r_data(rx_byte),
    .full(rx_fifo_full),
    .empty(rx_fifo_empty),
    .level(rx_fifo_lvl)
);
assign rx_irq = !rx_fifo_empty;
always @(posedge clk or negedge rst_n_sync) begin
    if(!rst_n_sync) begin
        rx_over_ctr <= {W_OVER{1'b0}};
        rx_state <= RX_IDLE;
        rx_shifter <= 8'h0;
        rxfifo_wen <= 1'b0;
    end else begin
        rxfifo_wen <= 1'b0;
        if(clk_en)
            rx_over_ctr <= rx_over_ctr + 1'b1;
        if(clk_en && !rx_over_ctr) begin
            rx_state <= rx_state + 1'b1;
            case(rx_state)
                RX_IDLE: begin
                    if(din) begin
                        rx_state <= RX_IDLE;
                        rx_over_ctr <= {W_OVER{1'b0}};
                    end
                end
                RX_START: begin
                    rx_over_ctr <= OVERSAMPLE / 2;
                end
                RX_STOP: begin
                    rxfifo_wen <= din;
                    rx_state <= RX_IDLE;
                    rx_over_ctr <= 0;
                end
                default: begin
                    rx_shifter <= (rx_shifter >> 1) | (din << 7);
                end
            endcase
        end
    end
end
endmodule
module reset_sync #(
    parameter N_CYCLES = 2  
) (
    input  wire clk,
    input  wire rst_n_in,
    output wire rst_n_out
);
(* keep = 1'b1 *) reg [N_CYCLES-1:0] delay;
always @ (posedge clk or negedge rst_n_in)
    if (!rst_n_in)
        delay <= {N_CYCLES{1'b0}};
    else
        delay <= {delay[N_CYCLES-2:0], 1'b1};
assign rst_n_out = delay[N_CYCLES-1];
endmodule
module sync_1bit #(
    parameter N_STAGES = 2  
) (
    input wire clk,
    input wire rst_n,
    input wire i,
    output wire o
);
(* keep = 1'b1 *) reg [N_STAGES-1:0] sync_flops;
always @ (posedge clk or negedge rst_n)
    if (!rst_n)
        sync_flops <= {N_STAGES{1'b1}};
    else
        sync_flops <= {sync_flops[N_STAGES-2:0], i};
assign o = sync_flops[N_STAGES-1];
endmodule
module clkdiv_frac #(
    parameter W_DIV_INT = 16,
    parameter W_DIV_FRAC = 8
) (
    input wire                  clk,
    input wire                  rst_n,
    input wire                  en,
    input wire [W_DIV_INT-1:0]  div_int,
    input wire [W_DIV_FRAC-1:0] div_frac,
    output reg                  clk_en
);
reg [W_DIV_INT-1:0]  ctr_int;
reg [W_DIV_FRAC-1:0] ctr_frac;
reg                  frac_carry;
always @ (posedge clk or negedge rst_n) begin
    if (!rst_n) begin
        clk_en <= 1'b0;
        ctr_int <= {W_DIV_INT{1'b0}} | 1'b1;
        ctr_frac <= {W_DIV_FRAC{1'b0}};
        frac_carry <= 1'b0;
    end else if (!en) begin
        clk_en <= 1'b0;
        ctr_int <= {W_DIV_INT{1'b0}} | 1'b1;
        ctr_frac <= {W_DIV_FRAC{1'b0}};
        frac_carry <= 1'b0;
    end else begin
        if (ctr_int == 1) begin
            {frac_carry, ctr_frac} <= ctr_frac + div_frac;
            ctr_int <= div_int + frac_carry;
            clk_en <= 1'b1;
        end else begin
            clk_en <= 1'b0;
            ctr_int <= ctr_int - 1'b1;
        end
    end
end
endmodule
module sync_fifo #(
    parameter DEPTH   = 2,
    parameter WIDTH   = 32,
    parameter W_LEVEL = $clog2(DEPTH + 1)
) (
    input wire clk,
    input wire rst_n,
    input  wire [WIDTH-1:0] w_data,
    input  wire             w_en,
    output wire [WIDTH-1:0] r_data,
    input  wire             r_en,
    output wire               full,
    output wire               empty,
    output reg  [W_LEVEL-1:0] level
);
    reg [WIDTH-1:0] mem[0:DEPTH];
    reg [DEPTH:0] valid;
    wire push = w_en && !full;
    wire pop = r_en && !empty;
    always @(posedge clk or negedge rst_n) begin
        if (!rst_n) begin
            valid <= {DEPTH + 1{1'b0}};
        end else if (w_en || r_en) begin
            valid <= (valid << push | {{DEPTH - 1{1'b0}}, push}) >> pop;
        end
    end
  always @(posedge clk) begin : shift_data
    integer i;
    for (i = 0; i < DEPTH; i = i + 1) begin : data_stage
      if (r_en || (w_en && !valid[i] && (i == DEPTH - 1 || !valid[i+1]))) begin
        mem[i] <= valid[i+1] ? mem[i+1] : w_data;
      end
    end
  end
  always @(*) mem[DEPTH] = w_data;
  assign r_data = mem[0];
  assign full   = valid[DEPTH-1];
  assign empty  = !valid[0];
  always @(posedge clk or negedge rst_n) begin
    if (!rst_n) begin
      level <= {W_LEVEL{1'b0}};
    end else begin
      level <= level + push - pop;
    end
  end
  //synthesis translate_off
  always @(posedge clk) if (w_en && full) $display($time, ": WARNING %m: push on full");
  always @(posedge clk) if (r_en && empty) $display($time, ": WARNING %m: pop on empty");
  //synthesis translate_on
endmodule
module uart_regs #(
    parameter W_REG = 32
)(
    input wire clk,
    input wire rst_n,
    input wire rx,
    output wire tx,
    input wire [9:0] div_int,
    input wire [3:0] div_frac,
    output wire [W_REG-1:0] Reg1,
    output wire [W_REG-1:0] Reg2,
    output wire [W_REG-1:0] Reg3,
    output wire [W_REG-1:0] Reg4,
    output wire [W_REG-1:0] Reg5,
    output wire [W_REG-1:0] Reg6,
    output wire [W_REG-1:0] Reg7,
    output wire [W_REG-1:0] Reg8
);
localparam REG_ADDR = $clog2(8);
reg [W_REG-1:0] mem [0:7];
reg [REG_ADDR-1:0] addr;
reg [3:0] state;
wire rst_n_sync;
localparam IDLE = 0;
localparam READ_REG = 1;
localparam WRITE_REG = 2;
localparam TX_BYTE = 3;
localparam RX_BYTE = 4;
localparam WRITE_COMPLETE = 5;
localparam READ_COMPLETE  = 6;
localparam RESOLVE = 7;
wire rx_irq;
reg rx_ren;
wire rx_valid;
wire tx_done;
reg [7:0] tx_byte;
wire [7:0] rx_byte;
reg tx_valid;
wire read_reg = !(rx_byte[7:5] == 3'b101);
reg [2:0] cnt_byte;
reg [31:0] temp_wdata;
uart_core #(
    .OVERSAMPLE(4)
) inst_uart (
    .clk(clk),
    .rst_n(rst_n),
    .tx(tx),
    .rx(rx),
    .div_int(div_int),
    .div_frac(div_frac),
    .tx_byte(tx_byte),
    .rx_byte(rx_byte),
    .tx_valid(tx_valid),
    .rx_valid(rx_valid),
    .tx_done(tx_done),
    .rxfifo_ren_ext(rx_ren),
    .rx_irq(rx_irq)
);
reset_sync #(
    .N_CYCLES (2)
) inst_reset_sync (
    .clk(clk),
    .rst_n_in(rst_n),
    .rst_n_out(rst_n_sync)
);
always @(posedge clk or negedge rst_n_sync) begin
    if(!rst_n_sync) begin
        state <= IDLE;
        rx_ren <= 1'b0;
        tx_valid <= 1'b0;
        tx_byte <= 0;
        addr <= 0;
        cnt_byte <= 3'b0;
        temp_wdata <= 0;
    end else begin
        case(state)
            IDLE: begin
                tx_valid <= 1'b0;
                if(rx_irq) begin
                    rx_ren <= 1'b1;
                    addr <= rx_byte[2:0];
                    if(read_reg) begin
                        state <= READ_REG;
                    end
                    else begin
                        state <= WRITE_REG;
                        temp_wdata <= 32'b0;
                    end
                end
                else begin
                    state <= IDLE;
                end
            end
            READ_REG: begin
                rx_ren <= 1'b0;
                cnt_byte <= cnt_byte + 1'b1;
                tx_valid <= 1'b1;
                case(cnt_byte)
                    0: tx_byte <= mem[cnt_byte][7:0];
                    1: tx_byte <= mem[cnt_byte][15:8];
                    2: tx_byte <= mem[cnt_byte][23:16];
                    3: tx_byte <= mem[cnt_byte][31:24];
                    default:
                        tx_byte <= tx_byte;
                endcase
                if(cnt_byte == 3'd3) begin
                    state <= IDLE;
                    cnt_byte <= 3'd0;
                end
                else begin
                    state <= READ_REG;
                end
            end
            WRITE_REG: begin
                if(cnt_byte != 3'd5) begin
                    if(rx_irq) begin
                        rx_ren <= 1'b1;
                        cnt_byte <= cnt_byte + 1;
                        if(cnt_byte != 3'd0)
                            temp_wdata <= temp_wdata | (rx_byte << ((cnt_byte - 1) << 3));
                    end else begin
                        rx_ren <= 1'b1;
                    end
                    state <= WRITE_REG;
                end else begin
                    rx_ren <= 1'b0;
                    temp_wdata <= 0;
                    cnt_byte <= 0;
                    state <= IDLE;
                    mem[addr] <= temp_wdata;
                end
            end
            default: begin
            end
        endcase
    end
end
initial begin
    integer i;
    for(i = 0; i < 8; i =i+1) begin
        mem[i] = 32'h12345678;
    end
end
endmodule
$ cat flow/run.sh
#!/bin/bash
# OpenROAD 26Q1-2900-gdf79404cd8, Yosys 0.63+post, stock flow scripts
make -C /OpenROAD-flow-scripts/flow DESIGN_CONFIG=/design/flow/config.mk WORK_HOME=/design/flow/orfs finish
$ cat flow/config.mk
export PLATFORM = sky130hd
export DESIGN_NAME = uart_regs
export DESIGN_NICKNAME = uart_regs
export VERILOG_FILES = /design/flow/design.v
export SDC_FILE = /design/flow/constraint.sdc
export NUM_CORES = 4
export LEC_CHECK = 1
export CORE_UTILIZATION = 40
$ cat flow/constraint.sdc
current_design uart_regs

set clk_period 6.9
set clk_io_pct 0.2

create_clock -name clk0 -period $clk_period [get_ports {clk}]

set non_clock_inputs [all_inputs -no_clocks]
set_input_delay [expr $clk_period * $clk_io_pct] -clock clk0 $non_clock_inputs
set_output_delay [expr $clk_period * $clk_io_pct] -clock clk0 [all_outputs]
==> flow_metrics.env <==
# flow metrics
export IMPL_gp_congestion=0.847
export IMPL_grt_pass1_wl_mm=30.0
export IMPL_warning_count=37
export IMPL_layout_cells_non_filler=1427
export IMPL_syn_inst=1006
export IMPL_synthToLayoutAreaGrowth_pct=3.79
export IMPL_cp_start_kind="flip-flop"
export IMPL_die_h_um=174
export IMPL_clockBufferDepth=3
export IMPL_grt_max_degree=60
export IMPL_finalWorstSetupSlack_ps=4050
export IMPL_rsz0062_at_grt="no"
export IMPL_hold_class="reg -> async"
export IMPL_finalCriticalPeriod_ps=2850
export IMPL_dr_max_layer_used="met4"
export IMPL_n_fill_cell=2642
export IMPL_fp_row_count=62
export IMPL_grt_pass1_vias=5840
export IMPL_pre_cts_ws_ps=3980
export IMPL_drt_total_wl_mm=18.4
export IMPL_drive_gt1_frac=0.135
export IMPL_portBuffers=17
export IMPL_cts_repair_resized=0
export IMPL_fin_crit_sh=0.413
export IMPL_cp_slowest_cell="dfstp_2"
export IMPL_post_place_cells=1383
export IMPL_die_w_um=174
export IMPL_vias_per_cell=4.48
export IMPL_clkTransAtPathRegs_ps=60
export IMPL_slew_headroom=0.379
export IMPL_setup_viol=0
export IMPL_cts_sinks=225
export IMPL_worstPathCellList="clkdlybuf4s50_1"
export IMPL_vias=6399
export IMPL_num_io_pins=274
export IMPL_diodes=0
export IMPL_fin_area_um2=12300
export IMPL_cts_buffers=24
export IMPL_placed_cell_area_um2=11500
export IMPL_power_density_nw_per_um2=233
export IMPL_endpoint_kind="output pin"
export IMPL_clock_latency_ps=520
export IMPL_slowest_delay_ps=530
export IMPL_gr_total_overflow=0
export IMPL_cts_root_buf="clkbuf_16"
export IMPL_ant_nets=0
export IMPL_leakage_nw=5.44
export IMPL_die_area_um2=30300
export IMPL_crit_buf_inv=1
export IMPL_vdd_drop_max_mv=0.145
export IMPL_core_area_um2=28900
export IMPL_fmax_mhz=351
export IMPL_arrival_ps=1470
export IMPL_fin_hold_ws_ps=165
export IMPL_post_cts_buffers=0
export IMPL_ys_warn_count=265
export IMPL_cts_tree="yes"
export IMPL_cts_max_level=1
export IMPL_drc_errors=0
export IMPL_track_usage=0.127
export IMPL_cp_max_fo=2
export IMPL_wl_met2_mm=8.65
export IMPL_drt_met1_wl_mm=8.21
export IMPL_wl_per_cell_um=12.9
export IMPL_firstDrtPassIters=5
export IMPL_antenna_found_initial=0
export IMPL_rrSetupSlack_ps=4120
export IMPL_crit_family="flip-flops"
export IMPL_syn_area_per_cell_um2=11.8
export IMPL_slew_viol_final=0
export IMPL_status="finished, final reports clean"
export IMPL_wl_met3_mm=1.12
export IMPL_drt_initial_drc_count=323
export IMPL_finalClockSkew_ps=21.2
export IMPL_ctsHoldBuffers=0
export IMPL_worst_slew_pin_slew_ps=928
export IMPL_setup_tns_final_ps=0
export IMPL_dp_hpwl_mm=12.6
export IMPL_fp_util=0.410
export IMPL_timing_hold_violations_final=0
export IMPL_drv_cap=0
export IMPL_syn_area_um2=11900
export IMPL_critPathRequiredTime_ps=5520
export IMPL_critPathKind="reg -> out"
-- cell usage in the layout, fill, tap and decap left out, types with 11 or more instances in the layout --
cell type / instances
clkbuf_16: 24
edfxtp_1: 112
mux2_2: 78
inv_1: 41
buf_4: 14
nor2_1: 20
a22o_1: 11
nand3_1: 24
clkdlybuf4s50_1: 17
o21ai_0: 40
conb_1: 257
a21oi_1: 17
ha_1: 25
nand2_1: 44
o32ai_1: 12
mux2i_1: 20
xor2_1: 16
o2bb2ai_1: 12
dfrtp_1: 107
-- through the flow --
| stage | util | power (mW) |
|---|---|---|
| CTS | 0.425 | 2.91 |
| floorplan | - | 1.65 |
| global route | 0.425 | 2.98 |
| finish | 0.425 | 2.86 |
| detailed placement | 0.397 | 1.58 |
| global placement | 0.397 | 1.58 |
-- flip-flops by register name, summed over array words and instances, names as in the netlist, 2 cells and up --
| signal | count |
|---|---|
| inst_uart.inst_rx_fifo.mem | 40 |
| inst_uart.inst_tx_fifo.mem | 40 |
| mem | 32 |
| temp_wdata | 32 |
| inst_uart.inst_clk_div.ctr_int | 10 |
| inst_uart.rx_shifter | 8 |
| inst_uart.tx_shifter | 8 |
| tx_byte | 8 |
| inst_uart.inst_rx_fifo.valid | 6 |
| inst_uart.inst_tx_fifo.valid | 6 |
| inst_uart.inst_clk_div.ctr_frac | 4 |
| inst_uart.rx_state | 4 |
| inst_uart.tx_state | 4 |
| addr | 3 |
| cnt_byte | 3 |
| state | 3 |
| inst_uart.inst_sync_rx.sync_flops | 2 |
| inst_uart.rx_over_ctr | 2 |
| inst_uart.tx_over_ctr | 2 |
-- final timing paths --
check / from / to / depth (start not counted)
max reg2reg: cnt_byte[0]$_DFFE_PN0P_ / temp_wdata[27]$_DFFE_PN0P_ / 6
min reg2reg: inst_reset_sync.delay[1]$_DFF_PN0_ / state[2]$_DFF_PN0_ / 0
min: inst_reset_sync.delay[1]$_DFF_PN0_ / state[2]$_DFF_PN0_ / 0
min in group clk0: inst_uart.inst_sync_rx.sync_flops[0]$_DFF_PN1_ / inst_uart.inst_sync_rx.sync_flops[1]$_DFF_PN1_ / 0
max in group asynchronous: inst_reset_sync.delay[1]$_DFF_PN0_ / tx_byte[2]$_DFFE_PN0P_ / 2
max: inst_uart.tx$_DFFE_PN1P_ / tx / 1
-- cell type report --
class                           count  area [um2]  share of cell area
Sequential cell                   225        6200               0.504
Timing Repair Buffer               31         275              0.0224
Clock inverter                     14         179              0.0145
Multi-Input combinational cell    702        4380               0.356
Tap cell                          384         480              0.0390
Inverter                           41         154              0.0125
Clock buffer                       30         633              0.0514
-- worst register-to-register path, cell delays in order (launching register included) --
cell      delay, ps
dfrtp_1         510
inv_1           220
ha_1            260
nand2b_1        160
a31oi_1         380
nand3_1         670
a22o_1          470
-- power by group --
| group | switching, mW | internal (mW) | total (mW) |
|---|---|---|---|
| Sequential | 0.0266 | 1.43 | 1.45 |
| Combinational | 0.0561 | 0.0459 | 0.102 |
| Clock | 0.507 | 0.801 | 1.31 |
| Total | 0.590 | 2.27 | 2.86 |
-- metal layers --
metal | track usage | vias to the layer above
met4 | 0.0300 | 0
met3 | 0.0307 | 34
li1 | - | 3092
met2 | 0.186 | 186
met5 | 0 | -
met1 | 0.200 | 3087
Power and IR drop assume default switching activity.
